`./constraint.sdc`:
```
current_design top_module

set clk_period 2.5
set clk_io_pct 0.2

create_clock -name clk0 -period $clk_period [get_ports {btnC}]
create_clock -name clk1 -period $clk_period [get_ports {btnR}]
create_clock -name clk2 -period $clk_period [get_ports {btnU}]
create_clock -name clk3 -period $clk_period [get_ports {clk}]

set non_clock_inputs [all_inputs -no_clocks]
set_input_delay [expr $clk_period * $clk_io_pct] -clock clk0 $non_clock_inputs
set_output_delay [expr $clk_period * $clk_io_pct] -clock clk0 [all_outputs]
```
`./config.mk`:
```
export PLATFORM = sky130hd
export DESIGN_NAME = top_module
export DESIGN_NICKNAME = top_module
export VERILOG_FILES = /design/flow/design.v
export SDC_FILE = /design/flow/constraint.sdc
export NUM_CORES = 4
export LEC_CHECK = 1
export CORE_AREA = 10 10 86 86
export DIE_AREA = 0 0 96 96
```
`./run.sh`:
```
#!/bin/bash
# OpenROAD 26Q1-2900-gdf79404cd8, Yosys 0.63+post, stock flow scripts
make -C /OpenROAD-flow-scripts/flow DESIGN_CONFIG=/design/flow/config.mk WORK_HOME=/design/flow/orfs finish
```
`./design.v`:
```
`timescale 1ns / 1ps
module D_FF(
input clk,
input D,
output reg Q,
output reg Qbar
    );
    always@(posedge clk) begin
        Q<=D;
        Qbar<=~Q;
    end
endmodule
`timescale 1ns / 1ps
module Slow_clock_4Hz(
input clk_in,  
output clk_out
    );
    reg [25:0] count = 0;
    reg clk_out;
    always@(posedge clk_in) begin
        count<=count+1;
        if(count == 12500000) begin
            count=0;
            clk_out<=~clk_out;
        end
    end
endmodule
`timescale 1ns / 1ps
module binarytoBCD(
    input [11:0] binary,  
    output reg [3:0] thous,
    output reg[3:0] hund,
    output reg [3:0] tens,
    output reg [3:0] ones
    );
    reg [11:0] bcd_data=0;
    always@(binary) begin
        bcd_data=binary;
        thous=bcd_data/1000;
        bcd_data=bcd_data%1000;
        hund=bcd_data/100;
        bcd_data=bcd_data%100;
        tens=bcd_data/10;
        ones=bcd_data%10;
     end
endmodule
`timescale 1ns / 1ps
module debounce(
input pb, clk_in,
output led
    );
wire clk_out;
wire Q1, Q2, Q2_bar;
Slow_clock_4Hz u1(clk_in, clk_out);
D_FF d1(clk_out, pb, Q1);
D_FF d2(clk_out, Q1, Q2);
assign Q2_bar = ~Q2;
assign led = Q1 & Q2_bar;
endmodule
`timescale 1ns / 1ps
module decoder_7segment(
    input [3:0] in,
    output reg [6:0] seg
    );
    always@(in) begin
    case(in)
        0: seg=7'b0000001;  
        1: seg=7'b1001111;
        2: seg=7'b0010010;
        3: seg=7'b0000110;
        4: seg=7'b1001100;
        5: seg=7'b0100100;
        6: seg=7'b0100000;
        7: seg=7'b0001111;
        8: seg=7'b0000000;
        9: seg=7'b0001100;
    endcase
    end
endmodule
`timescale 1ns / 1ps
module digital_clock(
    input clk,
    input enable,
    input rst,
    input hrup,   
    input minup,   
    output [3:0] s1,
    output  [3:0] s2,
    output  [3:0] m1,
    output  [3:0] m2,
    output  [3:0] h1,
    output  [3:0] h2
    );
    reg[5:0] hour=0, min=0, sec=0;  
    integer clkc=0;
    parameter onesec=100000000;
    always@(posedge clk) begin
        if(rst==1'b1)
            {hour,min,sec}<=0;
        else if (minup==1'b1) begin
            if(min==6'd59)
                min<=0;
            else
                min<=min+1'd1;
        end
        else if (hrup==1'b1) begin
            if(hour==6'd23)
                hour<=0;
            else
                hour<=hour+1'd1;
        end
        else if (enable==1'b1) begin
            if (clkc==onesec) begin
                clkc<=0;
                if (sec==6'd59) begin
                    sec<=0;
                    if (min==6'd59) begin
                        min<=0;
                        if (hour==6'd23)
                            hour<=0;
                        else
                            hour<=hour+1'd1;
                    end
                    else begin
                        min<=min+1'd1;
                    end
                end
                else begin
                    sec<=sec+1'd1;
                end
            end
            else begin
                clkc=clkc+1;
            end
        end
    end
    binarytoBCD secs(.binary(sec), .thous(), .hund(), .tens(s2), .ones(s1));
    binarytoBCD mins(.binary(min), .thous(), .hund(), .tens(m2), .ones(m1));
    binarytoBCD hours(.binary(hour), .thous(), .hund(), .tens(h2), .ones(h1));
endmodule
`timescale 1ns / 1ps
module sevenseg_driver(
    input clk,
    input clr,
    input [3:0] in1,
    input [3:0] in2,
    input [3:0] in3,
    input [3:0] in4,
    output reg [6:0] seg,
    output reg [3:0] en
    );
    wire [6:0] seg1, seg2, seg3, seg4;  
    reg [13:0] segclk;  
    parameter left=2'b00, midleft=2'b01, midright=2'b10, right=2'b11;
    reg [1:0] state = left;
    always@(posedge clk)
        segclk <= segclk+1'b1;  
    always@(posedge segclk[12] or posedge clr) begin
        if(clr==1) begin
            seg<=7'b0000000;
            en<=4'b0000;
            state<=left;
        end
        else begin
            case(state)
                left: begin
                seg<=seg1;
                en<=4'b0111;
                state<=midleft;
                end
                midleft: begin
                seg<=seg2;
                en<=4'b1011;
                state<=midright;
                end
                midright: begin
                seg<=seg3;
                en<=4'b1101;
                state<=right;
                end
                right: begin
                seg<=seg4;
                en<=4'b1110;
                state<=left;
                end
            endcase
        end
    end
    decoder_7segment disp1(in1, seg1);
    decoder_7segment disp2(in2, seg2);
    decoder_7segment disp3(in3, seg3);
    decoder_7segment disp4(in4, seg4);
endmodule
`timescale 1ns / 1ps
module top_module(
    input clk,  
    input sw,  
    input btnC,   
    input btnU,   
    input btnR,   
    output [6:0] seg,
    output [3:0] en,
    output [7:0] led   
    );
    wire [3:0] s1, s2, m1, m2, h1, h2;
    reg hrup, minup;
    wire btnCclr, btnUclr, btnRclr;
    reg btnCclr_prev, btnUclr_prev, btnRclr_prev;
    debounce dbC(clk, btnC, btnCclr);
    debounce dbU(clk, btnU, btnUclr);
    debounce dbR(clk, btnR, btnRclr);
    sevenseg_driver seg7(clk, 1'b0, h2, h2, m2, m1, seg, en);
    digital_clock clock(clk, sw, btnCclr, hrup, minup, s1, s2, m1, m2, h1, h2);
    always@(posedge clk) begin
        btnUclr_prev<=btnUclr;
        if(btnUclr_prev==1'b0 && btnUclr==1'b1)
            hrup<=1'b1;
        else
            hrup<=1'b0;
        if(btnRclr_prev==1'b0 && btnRclr==1'b1)
            minup<=1'b1;
        else
            minup<=1'b0;
    end
    assign led[7:0] = {s2,s1};
endmodule
```
==> summary.txt <==
Physical design

The arrival time at the worst endpoint stands at between 1 and 1.5 ns. The floorplan row count stands at 27. The flow ran to the end, and the final reports show no timing, DRC or antenna violations. The number of register pins that no clock reaches stands at 6. met1 track demand over resource after global routing is 2.78%. The share of final-layout standard cells stronger than drive strength 1 stands at 8.24%.

The post-route setup TNS stands at 0 ns. The number of antenna violations at the first check in global routing stands at 0. The post-synth tally of flip-flops with integrated enable stands at 0. For this run, asynchronously set or reset flops after synthesis account for 0%. The data required time at the worst endpoint stands at between 2 and 3 ns. The met2 layer usage reported by global route stands at under 10%.

The CTS buffer count stands at 3. The worst setup path is of the flop to flop kind. The count of mapped cells out of synthesis stands at 79. The H-tree level count stands at 1.

The I/O pin count stands at 24. The internal cell power stands at roughly 0.32 mW. After synthesis the netlist holds a flip-flop and latch count of 19. The leakage power of the design stands at 0.405 nW. Dividing the detail-routed wire length by the instance count gives roughly 6.4 µm.

The worst setup path is captured at a flop. The post-cts resize count stands at 0. The total of hold buffers inserted after clock tree synthesis stands at 0. The final wirelength stands at 1010 µm. The power report shows net switching accounting for 17.7% of the total. The area of combinational cells with multiple inputs stands at 330 µm². The floorplan step defined a die boundary enclosing 0.00922 mm². The yosys-reported design area after synthesis stands at between 800 and 900 µm². The average vias per placed instance stands at 2.83. The via count of the routed design stands at 444.

The number of library cell types mapped by synthesis stands at 15. The via count of the first global-routing pass stands at 428. Compared with the post-synthesis result, the final layout area differs by 13.9%. The worst setup path is launched from a flop. Checking hold timing, the worst path is listed with class flop to flop. Setup repair after global routing left no endpoint under its margin. After global routing the overflow that remains totals 0. The hold violation total from the final report stands at 0. The worst slack at placement stands at roughly 1.2 ns. After layout, the worst setup slack is roughly 1.2 ns. Per the CTS log, the root buffer master is sky130_fd_sc_hd__clkbuf_8. The Yosys step of the flow raised 11 warnings. Summing over the stages, the warning tally comes to 33. For this run, the leading register cell type out of synthesis is sky130_fd_sc_hd__dfxtp_1. Across the whole layout, storage elements account for 380 µm². The total routing usage reported by global routing stands at 2.25%.

Of the total power, the clock network draws between 40% and 50%. According to the floorplan report, the die width is 96 µm. The largest fanout of any net on the critical path stands at 4. The registers of the reported paths see a clock transition of 0.05 ns. The layer flagged by global routing as most heavily used is met2. In the final layout, the fill cell count is 644. Per the final report, max-transition violations number 0. The maximum clock path buffer count stands at 2. The post-detailed-route count of antenna-violating nets stands at 0. The share of total power dissipated in combinational logic is less than 1%. The worst setup skew after layout stands at 0.00296 ns. For met3 alone, demand over resource in global routing was 1.02%. The count of instantiated cells in the yosys netlist stands at 79. Once the clock tree was built, the setup fixing pass inserted 0 buffers. From the final report, the count of setup violators was given as 0. The number of buffers added on ports stands at 4. The post-DP HPWL stands at around 800 µm.

The worst supply voltage drop on vdd stands at 0.000408 V. The DRC violation total left in the routed layout is recorded as 0. The part of the total power dissipated in sequential elements stands at 53.4%. The post-synthesis sequential area ratio stands at 47.5%.

Per the post-synthesis stats, the area per cell is 10.1 µm². The count of endpoints without a timing constraint stands at 10. The total cell area at the placement stage stands at 867 µm². The post-layout instance area stands at 912 µm². TritonCTS built the clock tree.

The final hold slack stands at slightly above 0.4 ns. In the log, the iteration count for the first detailed-route pass is 4. After its last routability iteration, the placer logged a weighted congestion of between 0.7 and 0.8. After synthesis the cells add up to 801 µm². The maximum number of pins on one net before global-route repair stands at 8. The first global-routing pass estimated 1750 µm of wire.

The number of diodes added for antenna fixing stands at 0. The total of max-cap violations stands at 0. Per the log, the first TritonRoute iteration ended with a DRC count of 4. The standard cell core area stands at 0.00554 mm². Once the floorplan was initialized, standard cells occupied 14.5% of the core.

The switching component of the power was reported as between 0.06 and 0.07 mW. The die height stands at 96 µm. The power density over the cells stands at 426 mW/mm².
[worst max-delay path: stages, from the launching register on]
cell and delay (ns):
sky130_fd_sc_hd__dfxtp_1 0.35, sky130_fd_sc_hd__ha_1 0.25, sky130_fd_sc_hd__nand2_1 0.10, sky130_fd_sc_hd__nor4_1 0.33
sky130_fd_sc_hd__xor2_1 0.16
[worst paths after layout]
| path | end | cells after the start | slack (ns) | from |
|---|---|---|---|---|
| setup / recovery | seg7.segclk[10]$_DFF_P_ | 4 | 1.24 | seg7.segclk[0]$_DFF_P_ |
| hold / removal | seg7.segclk[0]$_DFF_P_ | 1 | 0.40 | seg7.segclk[0]$_DFF_P_ |
| setup reg to reg | seg7.segclk[10]$_DFF_P_ | 4 | 1.24 | seg7.segclk[0]$_DFF_P_ |
| hold reg to reg | seg7.segclk[0]$_DFF_P_ | 1 | 0.40 | seg7.segclk[0]$_DFF_P_ |
[stage by stage]
stage               utilization (%)  power, mW  cells
floorplan                         -      0.228     92
global placement               15.7      0.214    153
detailed placement             15.7      0.214    153
CTS                            16.5      0.395    157
global route                   16.5      0.410    157
finish                         16.5      0.388    157
[cells in the mapped netlist (2+ instances only)]
cell	n	area [µm²]
sky130_fd_sc_hd__dfxtp_1	19	380
sky130_fd_sc_hd__buf_4	15	113
sky130_fd_sc_hd__xor2_1	9	78.8
sky130_fd_sc_hd__inv_1	7	26.3
sky130_fd_sc_hd__nand2_1	7	26.3
sky130_fd_sc_hd__ha_1	5	62.6
sky130_fd_sc_hd__nor2_1	4	15.0
sky130_fd_sc_hd__nand3_1	3	15.0
sky130_fd_sc_hd__conb_1	2	7.51
sky130_fd_sc_hd__nor4_2	2	25.0
sky130_fd_sc_hd__xnor2_1	2	17.5
[layout by cell type (no fill, tap or decap), drive strengths merged, types with 2 or more instances in the layout]
cell type / count
clkbuf: 4
nor4: 3
ha: 5
dfxtp: 19
clkdlybuf4s50: 4
nor2: 4
inv: 7
xnor2: 2
xor2: 9
nand3: 4
conb: 15
nand2: 7
[power groups by stage]
stage	logic, mW	clock network (mW)	registers [mW]
CTS	0.00210	0.186	0.207
global route	0.00250	0.201	0.207
finish	0.00122	0.180	0.207
[logic make-up after synthesis]
kind of cell | after synthesis | synth area share (%)
buf+inv | 22 | 17.3
simple gates | 20 | 14.4
flops | 19 | 47.5
xor+xnor | 11 | 12.0
fa+ha+maj | 5 | 7.81
other cells | 2 | 0.938
[metal layers]
layer / vias to the layer above / part of all wire [%]
li1: 227 / -
met1: 203 / 49
met2: 14 / 42
met3: 0 / 8.2
met4: 0 / 0
met5: - / 0
[final cells by class]
cell class                 count  share of cell area (%)
inverter                       7                    2.88
timing repair buffer           4                    4.39
clock buffer                   4                    4.94
multi-input combinational     51                    36.2
tap                           72                    9.88
sequential                    19                    41.7
[registers in the layout, summed over array words and instances (netlist names)]
signal and cells:
seg7.state 2, seg7.en 4, seg7.segclk 13
Power figures rest on the tool's default switching activity, not on a simulated workload.
